**constraint.sdc**
```tcl
current_design Zba

set clk_period 34.9
set clk_io_pct 0.2

create_clock -name clk0 -period $clk_period

set non_clock_inputs [all_inputs -no_clocks]
set_input_delay [expr $clk_period * $clk_io_pct] -clock clk0 $non_clock_inputs
set_output_delay [expr $clk_period * $clk_io_pct] -clock clk0 [all_outputs]
```
**run.sh**
```bash
#!/bin/bash
# OpenROAD 26Q1-2900-gdf79404cd8, Yosys 0.63+post, stock flow scripts
make -C /OpenROAD-flow-scripts/flow DESIGN_CONFIG=/design/flow/config.mk WORK_HOME=/design/flow/orfs finish
```
**config.mk**
```make
export PLATFORM = sky130hd
export DESIGN_NAME = Zba
export DESIGN_NICKNAME = Zba
export VERILOG_FILES = /design/flow/design.v
export SDC_FILE = /design/flow/constraint.sdc
export NUM_CORES = 4
export LEC_CHECK = 1
export CORE_AREA = 10 10 106 106
export DIE_AREA = 0 0 116 116
```
**design.v**
```verilog
module ShiftLeft(
  input  [31:0] io_A_in,
  input  [4:0]  io_bits,
  output [31:0] io_A_out
);
  wire [62:0] _GEN_0 = {{31'd0}, io_A_in};  
  wire [62:0] A_temp = _GEN_0 << io_bits;  
  assign io_A_out = A_temp[31:0];  
endmodule
module Adder(
  input  [31:0] io_A_in,
  input  [31:0] io_B_in,
  output [31:0] io_sum
);
  assign io_sum = io_A_in + io_B_in;  
endmodule
module Zba(
  input         clock,
  input         reset,
  input  [31:0] io_rs1,
  input  [31:0] io_rs2,
  input  [1:0]  io_INSTR_SEL,
  output [31:0] io_rd
);
  wire [31:0] shiftL_io_A_in;  
  wire [4:0] shiftL_io_bits;  
  wire [31:0] shiftL_io_A_out;  
  wire [31:0] add_io_A_in;  
  wire [31:0] add_io_B_in;  
  wire [31:0] add_io_sum;  
  wire [31:0] _GEN_0 = 2'h2 == io_INSTR_SEL ? io_rs1 : 32'h0;  
  wire [1:0] _GEN_1 = 2'h2 == io_INSTR_SEL ? 2'h3 : 2'h0;  
  wire [31:0] _GEN_2 = 2'h2 == io_INSTR_SEL ? shiftL_io_A_out : 32'h0;  
  wire [31:0] _GEN_3 = 2'h2 == io_INSTR_SEL ? io_rs2 : 32'h0;  
  wire [31:0] _GEN_4 = 2'h2 == io_INSTR_SEL ? add_io_sum : 32'h0;  
  wire [31:0] _GEN_5 = 2'h1 == io_INSTR_SEL ? io_rs1 : _GEN_0;  
  wire [1:0] _GEN_6 = 2'h1 == io_INSTR_SEL ? 2'h2 : _GEN_1;  
  wire [31:0] _GEN_7 = 2'h1 == io_INSTR_SEL ? shiftL_io_A_out : _GEN_2;  
  wire [31:0] _GEN_8 = 2'h1 == io_INSTR_SEL ? io_rs2 : _GEN_3;  
  wire [31:0] _GEN_9 = 2'h1 == io_INSTR_SEL ? add_io_sum : _GEN_4;  
  wire [1:0] _GEN_11 = 2'h0 == io_INSTR_SEL ? 2'h1 : _GEN_6;  
  ShiftLeft shiftL (  
    .io_A_in(shiftL_io_A_in),
    .io_bits(shiftL_io_bits),
    .io_A_out(shiftL_io_A_out)
  );
  Adder add (  
    .io_A_in(add_io_A_in),
    .io_B_in(add_io_B_in),
    .io_sum(add_io_sum)
  );
  assign io_rd = 2'h0 == io_INSTR_SEL ? add_io_sum : _GEN_9;  
  assign shiftL_io_A_in = 2'h0 == io_INSTR_SEL ? io_rs1 : _GEN_5;  
  assign shiftL_io_bits = {{3'd0}, _GEN_11};
  assign add_io_A_in = 2'h0 == io_INSTR_SEL ? shiftL_io_A_out : _GEN_7;  
  assign add_io_B_in = 2'h0 == io_INSTR_SEL ? io_rs2 : _GEN_8;  
endmodule
```
==> results.ini <==
[yosys]
synth_cell_type_count = 43
largest_area_cell = mux4_2
syn_area_mm2 = 0.003053
yosysWarnings = 0
synth.yosys.seq_area_share = 0
syn_inst = 403
synth_top_area_share = 0.2066
yosysChipArea_mm2 = 0.003053
common_cells = 61 x and2_1, 37 x ha_1, 36 x nor2_1, 34 x nand2_1, 33 x a21oi_1
ys_cells = 403
synth.area.top_cells = mux4_2 21%, ha_1 15%, and2_1 13%
synth_dominant_cell_count = and2_1
avgSynthCellArea_um2 = 7.576

[min_path]
min_path_cells = 5
whs_endpoint = io_rd[31]
min_from = io_rs2[31]
hp-class = in -> out

[timing]
layout_min_cycle_time_ns = 18.68
hold_viol = 0
setup_ws_ns = 16.22
slew_viol_final = 0
rsz0062_at_grt = no
max_clock_freq_mhz = 53.55
worstMarginPinSlew_ns = 0.5436
tns_ns = 0
min_period_over_period = 0.5351
setup_viol = 0
max_slew_margin = 0.6376

[critical_path]
start_kind = input pin
crit_arrival_ns = 11.70
crit_fanout = 33
critPathRequiredTime_ns = 27.92
critPathKind = in -> out
setup.worst_path.end_class = output pin

[detailed_routing]
firstDrtPassIters = 4
insertedDiodeCount = 0
wl_um = 9523
wl_per_cell_um = 16.14
postRouteAntennaNets = 0
first_iter_violations = 110
vias_per_cell = 5.398
vias = 3185
drc = 0

[power_and_ir_drop]
p_total_w = 0.00008974
power_density_mw_per_mm2 = 21.78
peakVddDrop_mv = 0.01002
p_leak_nw = 1.662

[clock_network]
ctsHoldBuffers = 0
ctsResizeCount = 0
postCtsSetupBuffers = 0

[global_routing]
grt_pass1_vias = 3255
grtUsageTotal = 0.1436
antenna_found_initial = 0
grt_overflow = 0
grt_first_pass_wirelength_um = 15810
grt_max_degree = 52

[floorplanning]
dieWidth_um = 116
die_h_um = 116
io_pins = 100
num_rows = 34
core-area_mm2 = 0.008848
chip_area_mm2 = 0.01346
fp_util = 0.3450

[placed_design]
portBuffers = 98
dp_slack_ns = 16.21
hpwl_um = 8307
gp_congestion = 0.8988

[flow_run]
warnings = 39
cap_violations = 0

[layout]
drive_above_1_share = 0.08714
nClkBuffers = 0
mi_logic_area_mm2 = 0.002929
flop-count = 0
regArea_um2 = 0
fillers = 898
syn2layout_area_growth_pct = 34.96

[run_status]
status = complete, no violations

==> metal layers <==
layer / vias to the layer above / part of all wire / global-route usage
li1: 1639 / - / -
met1: 1461 / 0.45 / 0.1996
met2: 83 / 0.48 / 0.2389
met3: 2 / 0.076 / 0.03349
met4: 0 / 0.00074 / 0
met5: - / 0 / 0
==> layout make-up <==
type                            instances  area share
Multi-Input combinational cell        369      0.7109
Timing Repair Buffer                  103      0.2472
Tap cell                              108     0.03280
Inverter                               10    0.009110
==> where the power goes <==
| part | internal [W] | switching (W) | leakage, nW |
|---|---|---|---|
| Sequential | 0 | 0 | 0 |
| Combinational | 0.0000493 | 0.0000404 | 1.66 |
| Clock | 0 | 0 | 0 |
| Total | 0.0000493 | 0.0000404 | 1.66 |
==> cell families after synthesis <==
family / count (synthesis) / share of synthesized area
AND-OR/OR-AND: 95 / 0.1988
XOR/XNOR: 21 / 0.06025
adder cells (fa/ha/maj): 38 / 0.1582
buffers and inverters: 34 / 0.04385
multiplexers: 34 / 0.2262
AND/OR/NAND/NOR: 181 / 0.3127
==> how the worst max path moves through the flow <==
stage,depth (start not counted),to,startpoint
CTS,15,io_rd[28],io_INSTR_SEL[1]
global route,15,io_rd[28],io_INSTR_SEL[1]
finish,15,io_rd[28],io_INSTR_SEL[0]
==> cell usage in the layout (no fill, tap or decap), drive strengths merged, types with 4 or more instances in the layout <==
| master | netlist | routed |
|---|---|---|
| nand4 | 9 | 9 |
| nor3 | 7 | 7 |
| nand3 | 6 | 6 |
| nor2 | 36 | 36 |
| and3 | 5 | 5 |
| a21oi | 33 | 33 |
| xor2 | 9 | 9 |
| mux4 | 28 | 28 |
| buf | 5 | 5 |
| o21bai | 8 | 8 |
| nand2 | 34 | 34 |
| a21o | 6 | 6 |
| o21a | 6 | 6 |
| ha | 37 | 37 |
| clkdlybuf4s50 | 0 | 98 |
| inv | 10 | 10 |
| a211oi | 4 | 4 |
| o21ai | 17 | 17 |
| xnor2 | 12 | 12 |
| mux2i | 6 | 6 |
| and2 | 61 | 61 |
| a31oi | 7 | 7 |
| nand2b | 9 | 9 |
| nor2b | 4 | 4 |
==> stage by stage <==
stage	instance area (µm²)	hold slack [ns]	util	std cells
2_1_floorplan	3053	14.11	-	403
3_3_place_gp	4120	15.03	0.4656	590
3_5_place_dp	4120	15.04	0.4656	590
4_1_cts	4120	15.05	0.4656	590
5_1_grt	4120	15.10	0.4656	590
6_report	4120	15.04	0.4656	590
==> worst max-delay path, stage by stage <==
cell	delay, ns
clkdlybuf4s50_1	0.49
inv_1	0.08
ha_2	0.31
buf_4	0.44
mux4_2	0.57
and2_1	0.18
ha_1	0.36
and3_1	0.25
nand2_1	0.07
a21oi_1	0.41
o21ai_2	0.19
or4_1	0.50
o2111ai_1	0.14
mux2i_1	0.21
clkdlybuf4s50_1	0.49
Power is estimated from default activity; no workload was simulated.
